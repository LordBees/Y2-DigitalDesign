**/design/flow/config.mk**
```make
export PLATFORM = sky130hd
export DESIGN_NAME = z80_db_mux
export DESIGN_NICKNAME = z80_db_mux
export VERILOG_FILES = /design/flow/design.v
export SDC_FILE = /design/flow/constraint.sdc
export NUM_CORES = 4
export LEC_CHECK = 1
export CORE_AREA = 10 10 70 70
export DIE_AREA = 0 0 80 80
```
**/design/flow/constraint.sdc**
```tcl
current_design z80_db_mux

set clk_period 3.5
set clk_io_pct 0.2

create_clock -name clk0 -period $clk_period

set non_clock_inputs [all_inputs -no_clocks]
set_input_delay [expr $clk_period * $clk_io_pct] -clock clk0 $non_clock_inputs
set_output_delay [expr $clk_period * $clk_io_pct] -clock clk0 [all_outputs]
```
**/design/flow/design.v**
```verilog
module z80_db_mux(
	input [3:0]sel,
	input [7:0]rf_out,
	input [7:0]cu_out,
	input [7:0]alu_out,
	output logic [7:0]db_out
);
always@(sel,rf_out,cu_out,alu_out)
begin
	case(sel)
		0: db_out <= rf_out;
		1: db_out <= cu_out;
		2: db_out <= alu_out;
		default: db_out <= 0;
	endcase
end
endmodule
```
**/design/flow/run.sh**
```bash
#!/bin/bash
# OpenROAD 26Q1-2900-gdf79404cd8, Yosys 0.63+post, stock flow scripts
make -C /OpenROAD-flow-scripts/flow DESIGN_CONFIG=/design/flow/config.mk WORK_HOME=/design/flow/orfs finish
```
==> summary.txt <==
Summary of implementation figures.

Layout
The layout summary lists the proportion of cells stronger than drive strength 1 as 0.03636. For this run, the share of the core covered by cells in the final layout is 0.1773. The layout stage reports a final design area of approximately 600 um2. Excluding fillers, the count of instances in the completed layout stands at 101. The area growth from synthesis to layout is 210.3%.

The flip-flop and latch count is 0. The area taken by flip-flops and latches is 0 um2. Per the layout report, the design carries 0 clock buffers.

Yosys
The cell count in the Yosys report is 20. The synthesis warning total is 1. Of the total synthesized cell area, the portion taken by XOR and XNOR cells is 0. The aoi/oai-family share of the synthesized area is 0.3590. Synthesis instantiated 6 different standard cells from the library. The cell area that synthesis handed to floorplanning was 195.2 um2. After synthesis, the largest family of logic cells by area is multiplexers. The multiplexer share of the synthesized area is 0.4103. The area reported by Yosys stat is 195.2 um2. Ranked by total cell area, the synthesized netlist is headed by sky130_fd_sc_hd__mux2i_1, sky130_fd_sc_hd__o2bb2ai_1, sky130_fd_sc_hd__nor4b_4.

In this run, the synthesized area fraction spent on and/or/nand/nor cells is recorded as 0.1538. The post-synthesis average cell area is 9.759 um2. The area fraction of the dominant cell type after synthesis is 0.4103. Counting every instance in the synthesized netlist gives 20. In this run, the synthesized area fraction spent on adder and majority cells is recorded as 0.

The largest area contributor in the synthesized netlist is sky130_fd_sc_hd__mux2i_1. The share of the yosys chip area belonging to registers is 0.

STA
The final hold violation count recorded for this run is 0. Across all checked pins, the minimum headroom to the slew limit is 0.6273. Setup repair after global routing left no endpoint under its margin.

The final layout reports a setup TNS of 0 ps. The count of final max-slew check failures is 0. The final number of setup-violating endpoints is 0.

For this run, the top clock speed supported by timing is about 320 MHz. Post-route period utilization is reported as 0.8896. The transition time of the tightest slew-check pin is 556.7 ps. The minimum clock period is between 3000 and 4000 ps.

Critical path
The element type at the critical path start is a primary input. The worst endpoint data arrival time is between 2000 and 2500 ps. The top cell family by delay on the critical path is buffers and inverters.

The timing report shows the most common cell along the critical path to be sky130_fd_sc_hd__clkdlybuf4s50_1. Per the post-run analysis, buffers plus inverters along the critical path come to 2. Data on the critical path is required at its endpoint by 2800 ps. For this run, the slowest stage of the critical path takes 570 ps.

The worst setup path is of the in -> out kind. For this design, the slowest cell found on the critical path is sky130_fd_sc_hd__nor4b_4. STA classifies the critical path endpoint as a primary output.

The biggest fanout along the worst timing path is 8. The signal on the critical path passes through clkdlybuf4s50_1 > nor4b_4 > o2bb2ai_1 > clkdlybuf4s50_1.

Power and ir drop
Summed over all cells, the static leakage comes to 0.0002109 uW. The switching share of power is 0.2482. For this design the ratio of total power to cell area is 90.56 nW/um2.

The share of total power dissipated in sequential elements is 0. The share of total power in combinational logic is 1.000. In this run the VDD rail shows a maximum IR drop of between 0.015 and 0.02 mV. The switching power total is 13.61 uW.

The share of total power dissipated in the clock network is 0. The design draws 54.84 uW. The internal power is 41.23 uW.

Global route
The initial antenna violation count was 0. Recorded from the global router log, the overflow total was 0. The global-route wire length before repair is 1835 um.

Entering global routing, the biggest net connects 9 pins. The via count of the first global-routing pass is approximately 330. Across every metal layer, demand over resource in global routing totals 0.03533.

Placement
The placement report lists the number of port buffers as 36. The placed standard-cell area is approximately 600 um2. The final RePlAce weighted congestion is 0.7601. The total instance count after detailed placement is 101.

Die
The area of the core is 3416 um2. The chip area is 6400 um2. The cell row count is 21. The floorplan report gives the top-level pin count as 36. The floorplan core density is 0.05714. The die width is about 80 um.

Per the OpenROAD floorplan log, the height of the die is 80 um.

Run status
The run finished with clean final reports.

Detailed routing
Per the detail_route report, vias per standard cell equal 3.040. Per the detail_route report, inserted antenna diodes total 0. In this run the remaining antenna-violating nets after routing total 0. The DRC marker count from the first detailed-route iteration is 12. Per the detail_route report, DRC violations left total 0. For this sky-water flow run, the detailed-routed wirelength per cell is reported as 11.88 um. The iteration count recorded for the first detailed-route pass is 2. The total via count after detailed routing is 307.

The total wire length is 1200 um.

Clock network
Hold repair after CTS inserted 0 buffers. The total of cells resized after clock tree synthesis is 0. After clock tree synthesis, the setup repair step added 0 buffers.

Hold path
For hold timing, the worst endpoint is db_out[1]. The cell depth of the worst hold path is 3. The origin of the worst min-delay path is cu_out[1]. The type of the most critical hold path is in -> out.

Run
The reported max-cap violation count is 0. The number of warnings the tools reported is 32.
==> placed cells by master (no fill, tap or decap) <==
cell                              netlist  routed
sky130_fd_sc_hd__clkdlybuf4s50_1        0      36
sky130_fd_sc_hd__mux2i_1                8       8
sky130_fd_sc_hd__o2bb2ai_1              8       8
sky130_fd_sc_hd__nor4b_4                1       1
sky130_fd_sc_hd__or3_1                  1       1
sky130_fd_sc_hd__buf_4                  0       1
==> tightest hold or removal path, cell delays in order <==
cell,delay [ps]
sky130_fd_sc_hd__clkdlybuf4s50_1,400
sky130_fd_sc_hd__o2bb2ai_1,120
sky130_fd_sc_hd__clkdlybuf4s50_1,410
==> kinds of logic after synthesis <==
logic type / Yosys count
mux: 8
compound gates: 8
simple gates: 2
buf+inv: 2
==> power groups by stage <==
| stage | Combinational [uW] | Sequential, uW | Clock, uW |
|---|---|---|---|
| CTS | 55.7 | 0 | 0 |
| global route | 58.9 | 0 | 0 |
| finish | 54.8 | 0 | 0 |
==> stage by stage <==
| step | hold slack [ps] | setup slack (ps) |
|---|---|---|
| finish | 2325 | 386.4 |
| global route | 2343 | 311.8 |
| CTS | 2340 | 390.9 |
| detailed placement | 2333 | 392.8 |
| global placement | 2332 | 390.4 |
| floorplan | 1464 | 1431 |
==> cells in the mapped netlist, drive strengths merged <==
library cell  n
nor4b         1
mux2i         8
clkbuf        1
or3           1
buf           1
o2bb2ai       8
==> cell type report <==
cell class         count  area (um2)
fillers              383        2810
repair buffers        37       367.9
multi-input cells     18       180.2
well taps             46       57.56
==> routing by layer <==
metal  share of wire  wire, um  vias up  GRT usage
met4               0         0        0          0
li1                -         -      158          -
met1            0.36       430      142    0.04087
met2            0.60       722        7    0.07063
met5               0         0        -          0
met3           0.039        47        0   0.003409
==> worst max path at each step <==
stage | from | end | cells after the start
final | sel[1] | db_out[7] | 4
after global routing | sel[1] | db_out[5] | 4
after CTS | sel[1] | db_out[7] | 4
Power figures rest on the tool's default switching activity, not on a simulated workload.
